==> design/flow/design.v <==
module Melay_Nonoverlap_1101(
                             input in,clk,rst,
                             output reg out
                             );
reg [1:0] present_state , next_state;
parameter S0=2'b00 , S1=2'b01 ,S2=2'b10 ,S3=2'b11;
always @(posedge clk or posedge rst) begin
    if(rst) begin
        present_state <= S0;
    end
    else begin 
        present_state <=next_state;
    end
end
always @(present_state or in) begin
    case(present_state)
        S0:begin
            next_state=in ? S1 : S0;
            out=0;
        end
        S1:begin
            next_state=in ? S2 : S0;
            out=0;
        end
        S2:begin
            next_state=in ? S2 : S3;
            out=0;
        end
        S3:begin
            next_state=S0;
            out=in ? 1 : 0;
        end
        default:next_state = S0;
    endcase
end
endmodule
==> design/flow/run.sh <==
#!/bin/bash
# OpenROAD 26Q1-2900-gdf79404cd8, Yosys 0.63+post, stock flow scripts
make -C /OpenROAD-flow-scripts/flow DESIGN_CONFIG=/design/flow/config.mk WORK_HOME=/design/flow/orfs finish
==> design/flow/config.mk <==
export PLATFORM = sky130hd
export DESIGN_NAME = Melay_Nonoverlap_1101
export DESIGN_NICKNAME = Melay_Nonoverlap_1101
export VERILOG_FILES = /design/flow/design.v
export SDC_FILE = /design/flow/constraint.sdc
export NUM_CORES = 4
export LEC_CHECK = 1
export CORE_AREA = 10 10 70 70
export DIE_AREA = 0 0 80 80
==> design/flow/constraint.sdc <==
current_design Melay_Nonoverlap_1101

set clk_period 1.5
set clk_io_pct 0.2

create_clock -name clk0 -period $clk_period [get_ports {clk}]

set non_clock_inputs [all_inputs -no_clocks]
set_input_delay [expr $clk_period * $clk_io_pct] -clock clk0 $non_clock_inputs
set_output_delay [expr $clk_period * $clk_io_pct] -clock clk0 [all_outputs]
==> results.txt <==
Synthesis and place-and-route results.

- The flow ran to the end, and the final reports show no timing, DRC or antenna violations.
- The final max-slew violation count is 0.
- After layout, the worst path uses 78.1% of the clock period.
- Checking hold timing, the worst path is listed with class in -> async.
- The number of vias per cell after detailed routing is 1.54.
- The design draws 0.292 mW.
- The core area is 3420 um^2.
- In this run the worst setup path begins at present_state[3].
- The number of violations of the max-capacitance limit is 0.
- The DRC marker count from the first detailed-route iteration is 0.
- The worst path required time is 1200 ps.
- The number of warnings in the stage logs is 25.
- The number of standard cells after synthesis is 11.
- The synthesized design devotes to its leading area cell type 52.6% of total area.
- The finished cells cover 265 um^2.
- The worst vdd rail ir drop is 0.148 mV.
- The cell row count is 21.
- The clock tree has to reach 4 sinks.
- STA classifies the critical path startpoint as a flip-flop.
- The routed design could run at a clock period as short as 1170 ps.
- The root buffer cell chosen for the clock tree is sky130_fd_sc_hd__clkbuf_4.
- The die is 80 um wide.
- The post-CTS clock slew at the launch and capture registers of the worst setup and hold paths is 40 ps.
- The CTS report gives the tree buffer count as 3.
- The cell area after placement is 238 um^2.
- The overall die height is 80 um.
- The setup TNS is 0 ps.
- For this run, the detailed router's first-pass iteration total came to 1.
- The maximum number of pins on one net before global-route repair is 5.
- The number of global-route vias before repair is 109.
- The setup skew after layout is 6.96 ps.
- The die outline area is 6400 um^2.
- The last weighted congestion value of the routability-driven placer is 0.578.
- The filler cells instantiated in the layout total 402.
- The post-synthesis average cell area is 13.0 um^2.
- Setup repair after global routing left no endpoint under its margin.
- The endpoint of the most critical register-to-register path is present_state[0].
- For this block, the via count after detailed routing is 100.
- The worst reg2reg path startpoint is present_state[0].
- The layout overhead on the synthesized area is 86.0%.
- During placement, the flow inserted port buffers numbering 3.
- The total detailed-routing wirelength is 312 um.
- The achievable clock frequency is 0.854 GHz.
- The arrival time of the worst setup path is 870 ps.
- The critical path is of the reg -> out type.
- The CTS tree is yes.
- The total global routing overflow is 0.
- The number of antenna violations at the first check in global routing came to 0.
- Of all cell types, the one taking the most synthesized area is sky130_fd_sc_hd__dfrtp_1.
- The global routing report lists combined usage of all routing layers as 1.07%.
- The logic depth of the worst register-to-register path is 2.
- The deepest clock path buffer count is 2.
- Per the final timing report, the hold violations number 0.
- The register with the most flip-flops in the layout has 4 of them.
- The layout summary lists the proportion of cells stronger than drive strength 1 as 26.3%.
- The internal reg-to-reg setup slack is 730 ps.
- Counting flops per register, the top entry is present_state.
- The global-route wire length before repair is 476 um.
- The warning count from the yosys run is 1.
- The count of nets left with antenna violations once routing finished came out at 0.
- The floorplan-stage core utilization is 4.18%.
- For this design, the CTS-stage hold fixing added 0 buffers.
- The element type at the critical path end is a primary output.
- On the final layout, the worst hold slack is 237 ps.
- The critical-path maximum fanout is 2.
- During I/O placement, the number of pins put on the boundary was 4.
- The post-synth register bit count is 4.
- The worst-case headroom to the max-slew limit is 90.9%.
- The total DRC errors in the routed layout is 0.
- In the routed netlist, the antenna diode instances number 0.
- The largest registers in the layout are present_state x4.
- Synthesis instantiated 8 different standard cells from the library.
- The total setup violations reported at the end of the flow is 0.
- The later pin in the worst-skew pair is clocked with a latency of 240 ps.
- The maximum level of the CTS H-tree is 1.
- The summed instance area of the synthesized netlist is 143 um^2.
- The share of the yosys chip area belonging to registers is 71.1%.
- The number of cells reported by Yosys stat comes to 11.
- The total power divided by cell area is 1100 nW/um^2.
- Per the detail_route report, routed wire per instance is 4.80 um.
- The transition time at the pin with the least slew margin is 137 ps.
- The reported leakage power is 0.122 nW.
- In the layout the commonest cells are 3 x sky130_fd_sc_hd__clkbuf_4, 3 x sky130_fd_sc_hd__dfrtp_1, 2 x sky130_fd_sc_hd__and2_1.
- The synthesis report lists the most area-consuming cells as sky130_fd_sc_hd__dfrtp_1 53%, sky130_fd_sc_hd__dfstp_2 18%, sky130_fd_sc_hd__and2_1 8.8%.
- The yosys-reported design area after synthesis is 143 um^2.
-- logic make-up after synthesis --
group | count (synthesis) | share of synthesized area [%]
AOI/OAI and AO/OA | 2 | 10.5
buffers and inverters | 1 | 2.63
DFF | 4 | 71.1
and+or+nand+nor | 4 | 15.8
-- power by group --
| part | total, mW | switching (mW) | internal, mW |
|---|---|---|---|
| combinational | 0.0204 | 0.00823 | 0.0122 |
| sequential | 0.125 | 0.00476 | 0.121 |
| clock | 0.146 | 0.0457 | 0.0999 |
| total | 0.292 | 0.0587 | 0.233 |
-- critical path: stages, from the launching register on --
cell	delay, ps
sky130_fd_sc_hd__dfrtp_1	370
sky130_fd_sc_hd__and2_1	150
sky130_fd_sc_hd__dlymetal6s2s_1	120
-- what timing repair did --
item / in CTS / in global routing
setup buffers: 0 / 0
endpoints found under the setup margin: 1 / 1
resized: 1 / 1
-- synth_stat cells --
cell / instances
sky130_fd_sc_hd__and2_1: 2
sky130_fd_sc_hd__dfrtp_1: 3
sky130_fd_sc_hd__dfstp_2: 1
sky130_fd_sc_hd__inv_1: 1
sky130_fd_sc_hd__nor2_1: 1
sky130_fd_sc_hd__nor2b_1: 1
sky130_fd_sc_hd__o21a_1: 1
sky130_fd_sc_hd__o21bai_1: 1
-- per-stage QoR --
| step | cells | util (%) | setup slack (ps) |
|---|---|---|---|
| 2_1_floorplan | 11 | - | 732 |
| 3_3_place_gp | 61 | 6.96 | -161 |
| 3_5_place_dp | 61 | 6.96 | -150 |
| 4_1_cts | 65 | 7.69 | 18.5 |
| 5_1_grt | 65 | 7.77 | 266 |
| 6_report | 65 | 7.77 | 329 |
-- layer usage --
layer | global-route usage, % | wire length (um) | part of all wire (%)
met2 | 1.12 | 120 | 38
met5 | 0 | 0 | 0
met4 | 0.880 | 6 | 1.9
met3 | 1.48 | 41 | 13
met1 | 0.935 | 143 | 46
-- worst max path at each step --
stage	endpoint	slack [ps]	cells past startpoint
after CTS	out	20	2
after global routing	out	270	2
final	out	330	2
-- final cells by class --
cell class | instances | area [um^2] | share of cell area (%)
Tap cell | 46 | 57.6 | 21.7
Multi-Input combinational cell | 6 | 37.5 | 14.2
Sequential cell | 4 | 101 | 38.2
Timing Repair Buffer | 4 | 38.8 | 14.6
Clock buffer | 4 | 26.3 | 9.91
Inverter | 1 | 3.75 | 1.42
No activity file was given, so power comes from the tool's default toggle rates.
