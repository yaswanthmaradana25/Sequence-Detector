**design/flow/constraint.sdc**
```tcl
current_design Melay_Overlap_1101

set clk_period 1.4
set clk_io_pct 0.2

create_clock -name clk0 -period $clk_period [get_ports {clk}]

set non_clock_inputs [all_inputs -no_clocks]
set_input_delay [expr $clk_period * $clk_io_pct] -clock clk0 $non_clock_inputs
set_output_delay [expr $clk_period * $clk_io_pct] -clock clk0 [all_outputs]
```
**design/flow/design.v**
```verilog
module Melay_Overlap_1101(
                             input in,clk,rst,
                             output reg out
                             );
reg [1:0] present_state , next_state;
parameter S0=2'b00 , S1=2'b01 ,S2=2'b10 ,S3=2'b11;
always @(posedge clk or posedge rst) begin
    if(rst) begin
        present_state <= S0;
    end
    else begin 
        present_state <=next_state;
    end
end
always @(present_state or in) begin
    case(present_state)
        S0:begin
            next_state=in ? S1 : S0;
            out=0;
        end
        S1:begin
            next_state=in ? S2 : S0;
            out=0;
        end
        S2:begin
            next_state=in ? S2 : S3;
            out=0;
        end
        S3:begin
            next_state=in ? S1 : S0;
            out=in ? 1 : 0;
        end
        default:next_state = S0;
    endcase
end
endmodule
```
**design/flow/config.mk**
```make
export PLATFORM = sky130hd
export DESIGN_NAME = Melay_Overlap_1101
export DESIGN_NICKNAME = Melay_Overlap_1101
export VERILOG_FILES = /design/flow/design.v
export SDC_FILE = /design/flow/constraint.sdc
export NUM_CORES = 4
export LEC_CHECK = 1
export CORE_AREA = 10 10 70 70
export DIE_AREA = 0 0 80 80
```
**design/flow/run.sh**
```bash
#!/bin/bash
# OpenROAD 26Q1-2900-gdf79404cd8, Yosys 0.63+post, stock flow scripts
make -C /OpenROAD-flow-scripts/flow DESIGN_CONFIG=/design/flow/config.mk WORK_HOME=/design/flow/orfs finish
```
==> impl_metrics.yaml <==
# yosys + openroad results
status:
  outcome: "finished clean"
setup_path:
  required_ns: 1.12
  critPathCaptureType: "output pin"
  path_class: "flip-flop to output pin"
  critical-path-top-delay-family: "flip-flops"
  crit_chain: "and2_1, dlygate4sd2_1"
  cp_num_buf_inv: 1
  path_max_fanout: 2
  crit_arrival_ns: 0.96
  slowest_delay_ns: 0.36
  cp-start-kind: "flip-flop"
  slowest_stage: "dfrtp_1"
floorplan:
  io_pins: 4
  dieHeight_um: 80
  initial_utilization_pct: 4.14
  die_x_um: 80
  row_count: 21
  chipArea_um2: 6400
  fp.coreArea_um2: 3420
finish:
  fin_util_pct: 7.84
  largestRegisters: "present_state: 4 flops"
  area_growth_pct: 89.4
  largest_reg_flops: 4
  drive_gt1_share_pct: 30.0
  final_cell_mix: "clkbuf_4 (3), dfrtp_1 (3), o21a_1 (2), dlygate4sd2_1 (2), buf_4 (2)"
  max_flop_register: "present_state"
clock_tree:
  cts_max_level: 1
  cts_buffers: 3
  worstSkewPairLatency_ns: 0.24
  cts-root-to-sink-buffers: 2
  cts.sinks: 4
  tritoncts: "done"
  clkTransAtPathRegs_ns: 0.04
  ctsRootBufferMaster: "clkbuf_4"
logic_synthesis:
  synthCells: 11
  ys_chip_area_um2: 141
  ys_warn_count: 1
  xor_share_pct: 0
  synth-compound-area-share_pct: 10.6
  ys_ff: 4
  ys_seq_share_pct: 71.7
  synth_cell_types: 8
  largest_area_cell: "dfrtp_1"
  yosys.area_share.simple_pct: 15.0
  ys_cells: 11
  synth_area_per_cell_um2: 12.9
  syn-cell-area_um2: 141
  top_area_share_pct: 53.1
  synth_adder_area_share_pct: 0
  logic_family: "simple AND/OR/NAND/NOR gates"
  topCellsByArea: "dfrtp_1 (53%), dfstp_2 (19%), o21a_1 (11%)"
  synthMuxAreaShare_pct: 0
timing:
  slew_headroom_pct: 90.1
  clock.fmax_ghz: 0.807
  fin_worst_hold_slack_ns: 0.217
  setup_violations: 0
  min_period_ns: 1.24
  rsz0062_at_grt: "false"
  min_period_over_period_pct: 88.5
  drv_slew: 0
  worstMarginPinSlew_ns: 0.148
  final.setup_skew_ns: 0.00714
  hold_viol: 0
drt:
  viasPerCell: 1.64
  drt_iter0_drc: 5
  n_antenna_cell: 0
  vias: 108
  drt-pass1-iter-count: 3
  ant_nets: 0
  routedWlPerCell_um: 4.91
  drcViolationCount: 0
  routed_wl_um: 324
power_and_ir_drop:
  power.leakage_nw: 0.113
  p_per_area_nw_per_um2: 1170
  max-vdd-ir-drop_uv: 153
global_route:
  grt_max_degree: 5
  grt_pass1_vias: 132
  grt_pass1_wl_um: 572
  grt.total_usage_pct: 1.21
  overflow: 0
  antenna_found_initial: 0
job:
  maxCapViolCount: 0
  warnings: 25
hold_path:
  hold_path_class: "input port to async pin"
placed_design:
  place.gp.congestion: 0.605
  portBuffers: 3
==> synth_stat cells, drive strengths merged <==
| cell | count |
|---|---|
| nor2b | 1 |
| nor2 | 1 |
| and2 | 1 |
| o21a | 2 |
| dfstp | 1 |
| dfrtp | 3 |
| inv | 1 |
| nor3 | 1 |
==> metal layers <==
| layer | track usage, % | routed length (um) |
|---|---|---|
| met3 | 1.36 | 44 |
| met4 | 0.880 | 6 |
| met5 | 0 | 0 |
| met1 | 1.14 | 133 |
| met2 | 1.44 | 140 |
==> stage by stage <==
stage | setup WS (ns) | cell area, um^2 | setup TNS (ns) | power (W) | cells
2_1_floorplan | 0.630 | 141 | 0 | 0.000145 | 11
3_3_place_gp | -0.221 | 236 | -0.221 | 0.000157 | 61
3_5_place_dp | -0.220 | 236 | -0.220 | 0.000159 | 61
4_1_cts | 0.138 | 268 | 0 | 0.000322 | 66
5_1_grt | 0.0936 | 268 | 0 | 0.000341 | 66
6_report | 0.161 | 268 | 0 | 0.000313 | 66
==> report_power, final <==
part	internal, W	leakage, nW	total (W)	switching (W)
clock network	0.000107	0.0150	0.000156	0.0000485
logic	0.0000149	0.0463	0.0000243	0.00000947
registers	0.000128	0.0518	0.000133	0.00000486
==> repair_timing <==
item	4_1_cts	5_1_grt
setup buffers	1	0
resized	2	0
endpoints found under the setup margin	1	0
hold buffers	0	0
endpoints found under the hold margin	0	0
==> worst register-to-register path: cells and delay by family (launching register included) <==
family / cells / cell delay (ns)
buffers and inverters: 1 / 0.13
AOI/OAI and AO/OA: 1 / 0.16
DFF: 1 / 0.36
==> worst paths after layout <==
| check | slack, ns | end | cells past startpoint | startpoint |
|---|---|---|---|---|
| min | 0.22 | present_state[1] | 2 | rst |
| max reg2reg | 0.62 | present_state[2] | 2 | present_state[3] |
| min reg2reg | 0.50 | present_state[1] | 1 | present_state[1] |
| max | 0.16 | out | 2 | present_state[3] |
| max in group asynchronous | 0.96 | present_state[0] | 2 | rst |
| min in group clk0 | 0.44 | present_state[0] | 3 | in |
==> cell families (layout without fill, tap and decap cells) <==
| logic type | count (synthesis) | after routing |
|---|---|---|
| simple gates | 4 | 4 |
| flops | 4 | 4 |
| buf+inv | 1 | 10 |
| compound gates | 2 | 2 |
==> area by class of cell <==
type	count	area [um^2]
fillers	406	3150
well taps	46	57.6
clock buffers	4	26.3
flip-flops and latches	4	101
repair buffers	5	42.5
multi-input cells	6	36.3
inverters	1	3.75
No activity file was given, so power comes from the tool's default toggle rates.
