===== design/flow/run.sh =====
#!/bin/bash
# OpenROAD 26Q1-2900-gdf79404cd8, Yosys 0.63+post, stock flow scripts
make -C /OpenROAD-flow-scripts/flow DESIGN_CONFIG=/design/flow/config.mk WORK_HOME=/design/flow/orfs finish

===== design/flow/constraint.sdc =====
current_design Moore_Nonoverlap_1101

set clk_period 1.0
set clk_io_pct 0.2

create_clock -name clk0 -period $clk_period [get_ports {clk}]

set non_clock_inputs [all_inputs -no_clocks]
set_input_delay [expr $clk_period * $clk_io_pct] -clock clk0 $non_clock_inputs
set_output_delay [expr $clk_period * $clk_io_pct] -clock clk0 [all_outputs]

===== design/flow/config.mk =====
export PLATFORM = sky130hd
export DESIGN_NAME = Moore_Nonoverlap_1101
export DESIGN_NICKNAME = Moore_Nonoverlap_1101
export VERILOG_FILES = /design/flow/design.v
export SDC_FILE = /design/flow/constraint.sdc
export NUM_CORES = 4
export LEC_CHECK = 1
export CORE_AREA = 10 10 70 70
export DIE_AREA = 0 0 80 80

===== design/flow/design.v =====
module Moore_Nonoverlap_1101(
                             input in,clk,rst,
                             output reg out);
reg [2:0] present_state , next_state;
parameter S0=3'b000 , S1=3'b001 , S2=3'b010 , S3=3'b011 , S4=3'b100;
always @(posedge clk or posedge rst) begin
    if(rst) begin
        present_state <= S0;
    end
    else begin
        present_state <= next_state;
    end
end
always @(in , present_state) begin
    case(present_state)
        S0 : begin
            next_state = in ? S1 : S0;
        end
        S1 : begin
            next_state = in ? S2 : S0;
        end
        S2 : begin
            next_state = in ? S2 : S3;
        end
        S3 : begin
            next_state = in ? S4 : S0;
        end
        S4 : begin
            next_state = in ? S1 : S0;
        end
        default : begin
            next_state=S0;
        end
    endcase
end
always @(present_state) begin
    case(present_state) 
        S0:begin out =0 ;end
        S1:begin out =0 ;end
        S2:begin out =0 ;end
        S3:begin out =0 ;end
        S4:begin out =1 ;end
        default: begin out =0;end
    endcase
end
endmodule

==> run_summary.xml <==
<?xml version="1.0" encoding="UTF-8"?>
<metrics>
  <group name="outcome">
    <metric name="status" unit="">complete, no violations</metric>
  </group>
  <group name="worst_setup_path">
    <metric name="cp-startpoint" unit="">present_state[1]</metric>
    <metric name="timing.critical_path.cells" unit="">buf_4 -&gt; buf_4 -&gt; o21a_1</metric>
    <metric name="worst_setup_path_endpoint" unit="">present_state[3]</metric>
    <metric name="critical_path.reg2reg.startpoint" unit="">present_state[1]</metric>
    <metric name="critPathCaptureType" unit="">flip-flop</metric>
    <metric name="regToRegSetupSlack" unit="ns">0.09</metric>
    <metric name="crit_fanout" unit="">2</metric>
    <metric name="critical-path-max-stage-delay" unit="ns">0.36</metric>
    <metric name="timing.critical_path.from_type" unit="">flip-flop</metric>
    <metric name="critPathBufInv" unit="">2</metric>
    <metric name="worst-r2r-cell-count" unit="">3</metric>
    <metric name="path_common_cell" unit="">sky130_fd_sc_hd__buf_4</metric>
    <metric name="timing_worst_setup_path_type" unit="">reg -&gt; reg</metric>
    <metric name="regToRegEndpoint" unit="">present_state[3]</metric>
    <metric name="crit_arrival" unit="ns">1.04</metric>
    <metric name="critical_path_depth" unit="">3</metric>
    <metric name="crit_path_top_delay_cell" unit="">sky130_fd_sc_hd__dfrtp_1</metric>
    <metric name="timing.critical_path.required" unit="ns">1.13</metric>
    <metric name="cpLargestDelayFamily" unit="">flip-flops</metric>
  </group>
  <group name="global_routing">
    <metric name="grt_antenna_before_repair" unit="">0</metric>
    <metric name="global_route.usage.total" unit="%">1.39</metric>
    <metric name="gr-total-overflow" unit="">0</metric>
    <metric name="first_global_vias" unit="">145</metric>
    <metric name="first_pass_grt_wire_length" unit="microns">607</metric>
    <metric name="largest_net_degree_at_the_start_of_global_routing" unit="">6</metric>
  </group>
  <group name="logic_synthesis">
    <metric name="yosysUniqueCellTypes" unit="">8</metric>
    <metric name="synthesis.area_per_instance" unit="sq um">14.0</metric>
    <metric name="part_of_the_yosys_area_used_for_sequential_elements" unit="%">75.4</metric>
    <metric name="synth.yosys.chip_area" unit="sq um">168</metric>
    <metric name="yosys_register_bits" unit="">5</metric>
    <metric name="synth.cell_area" unit="sq um">168</metric>
    <metric name="postSynthCellCount" unit="">12</metric>
    <metric name="synth_stat.cells" unit="">12</metric>
    <metric name="synth-warning-count" unit="">1</metric>
  </group>
  <group name="power_and_ir_drop">
    <metric name="finalPower" unit="mW">0.512</metric>
    <metric name="power_per_cell_area" unit="mW/mm^2">1670</metric>
    <metric name="share_seq_of_total_power" unit="%">45.4</metric>
    <metric name="power_switching" unit="mW">0.108</metric>
    <metric name="cellLeakagePower" unit="nW">0.129</metric>
    <metric name="power.combinational.fraction" unit="%">9.1</metric>
    <metric name="cellInternalPower" unit="mW">0.404</metric>
    <metric name="clkPwrFrac" unit="%">45.4</metric>
    <metric name="max-vdd-ir-drop" unit="mV">0.231</metric>
    <metric name="power.share.switching" unit="%">21.1</metric>
  </group>
  <group name="placed_design">
    <metric name="buffer_ports.inserted" unit="">3</metric>
    <metric name="post-place-cells" unit="">62</metric>
    <metric name="dp_slack" unit="ns">0.00685</metric>
    <metric name="place.gp.congestion" unit="">0.622</metric>
  </group>
  <group name="sta">
    <metric name="maxSlewViolCount" unit="">0</metric>
    <metric name="max_clock_freq" unit="GHz">1.10</metric>
    <metric name="timing.clock.skew" unit="ns">0.00403</metric>
    <metric name="maxSlewHeadroom" unit="%">87.9</metric>
    <metric name="tightest_slew" unit="ns">0.179</metric>
    <metric name="hold_fails_final_rpt" unit="">0</metric>
    <metric name="timing.final.crit_period" unit="ns">0.910</metric>
    <metric name="final.period_utilization" unit="%">91.0</metric>
    <metric name="setup_ws" unit="ns">0.0896</metric>
    <metric name="grt_setup_unrepaired" unit="">no</metric>
    <metric name="setup_viol" unit="">0</metric>
  </group>
  <group name="floorplan">
    <metric name="fp.coreArea" unit="sq mm">0.00342</metric>
    <metric name="rows" unit="">21</metric>
    <metric name="die.size.y" unit="microns">80</metric>
    <metric name="fp-utilization" unit="%">4.91</metric>
    <metric name="die_area" unit="sq mm">0.00640</metric>
    <metric name="fp.dieW" unit="microns">80</metric>
    <metric name="io_pins" unit="">4</metric>
  </group>
  <group name="clock_tree">
    <metric name="cts_made_buffers" unit="">3</metric>
    <metric name="insertion_delay" unit="ns">0.24</metric>
    <metric name="cts.hold.buffers_added" unit="">0</metric>
    <metric name="tritoncts_num_sinks" unit="">5</metric>
    <metric name="cts_root_buffer" unit="">sky130_fd_sc_hd__clkbuf_4</metric>
    <metric name="tritoncts" unit="">yes</metric>
    <metric name="max-clock-path-buffers" unit="">2</metric>
    <metric name="cts_max_level" unit="">1</metric>
    <metric name="cts_clock_pin_slew_for_the_worst_setup_and_hold_paths" unit="ns">0.04</metric>
  </group>
  <group name="layout">
    <metric name="largest_reg_flops" unit="">5</metric>
    <metric name="mostFrequentLayoutCells" unit="">sky130_fd_sc_hd__dfrtp_1 (4), sky130_fd_sc_hd__clkbuf_4 (3), sky130_fd_sc_hd__o21a_1 (2), sky130_fd_sc_hd__clkdlybuf4s50_1 (2), sky130_fd_sc_hd__buf_4 (2)</metric>
    <metric name="mi_logic_area" unit="sq um">52.6</metric>
    <metric name="flow.area_growth_from_synthesis" unit="%">82.8</metric>
    <metric name="filler_cell_count" unit="">407</metric>
    <metric name="post_route_cells_drive_above_1_share" unit="%">38.1</metric>
    <metric name="reg.largest.list" unit="">present_state (5)</metric>
    <metric name="mostFrequentLayoutCell" unit="">sky130_fd_sc_hd__dfrtp_1</metric>
    <metric name="final-instance-count-excl-fill" unit="">67</metric>
    <metric name="regArea" unit="sq um">126</metric>
    <metric name="largest_register" unit="">present_state</metric>
  </group>
  <group name="hold_path">
    <metric name="hp-class" unit="">in -&gt; async</metric>
  </group>
  <group name="job">
    <metric name="max-cap-violations" unit="">0</metric>
    <metric name="tool_warnings" unit="">26</metric>
  </group>
  <group name="detailed_routing">
    <metric name="n_antenna_cell" unit="">0</metric>
    <metric name="drt_pass1_iterations" unit="">2</metric>
    <metric name="met3_wirelength" unit="microns">126</metric>
    <metric name="metal1_wirelength" unit="microns">136</metric>
    <metric name="vias_per_cell" unit="">1.78</metric>
    <metric name="drt_wl_total" unit="microns">362</metric>
    <metric name="final_antenna_net_count" unit="">0</metric>
    <metric name="dr_total_vias" unit="">119</metric>
    <metric name="top_layer" unit="">met3</metric>
    <metric name="met2_wl" unit="microns">100</metric>
    <metric name="drt_iter0_markers" unit="">13</metric>
    <metric name="drc" unit="">0</metric>
    <metric name="per_cell_routed_wire_length" unit="microns">5.40</metric>
  </group>
</metrics>
-- worst register-to-register path: stages (launching register included) --
cell                      delay [ns]
sky130_fd_sc_hd__dfrtp_1        0.36
sky130_fd_sc_hd__buf_4          0.13
sky130_fd_sc_hd__buf_4          0.13
sky130_fd_sc_hd__o21a_1         0.18
-- cell usage after synthesis --
master / number / share of area, %
sky130_fd_sc_hd__o21a_1: 2 / 9.0
sky130_fd_sc_hd__nor4_1: 1 / 3.7
sky130_fd_sc_hd__nor2b_1: 1 / 3.7
sky130_fd_sc_hd__dfrtp_1: 4 / 60
sky130_fd_sc_hd__inv_1: 1 / 2.2
sky130_fd_sc_hd__and2_1: 1 / 3.7
sky130_fd_sc_hd__nor2_1: 1 / 2.2
sky130_fd_sc_hd__dfstp_2: 1 / 16
-- power groups by stage --
| stage | logic, mW | registers, mW | clock network, mW |
|---|---|---|---|
| 5_1_grt | 0.0512 | 0.235 | 0.262 |
| 6_report | 0.0468 | 0.233 | 0.233 |
| 4_1_cts | 0.0393 | 0.229 | 0.245 |
-- metrics by stage --
stage | hold WS (ns) | util (%) | area, sq um | TNS (ns)
5_1_grt | 0.177 | 8.97 | 307 | 0
3_5_place_dp | 0.428 | 7.69 | 263 | 0
3_3_place_gp | 0.408 | 7.69 | 263 | 0
4_1_cts | 0.168 | 8.86 | 303 | -0.00869
2_1_floorplan | -0.0222 | - | 168 | 0
6_report | 0.160 | 8.97 | 307 | 0
-- cells by family after synthesis --
group,share of synthesized area (%)
compound gates,8.95
buf+inv,2.24
simple gates,13.4
flops,75.4
-- layout make-up --
cell class	instances	share of cell area (%)
clock buffer	4	8.57
multi-input combinational	6	17.1
timing repair buffer	5	13.1
sequential	5	41.2
inverter	1	1.22
tap	46	18.8
-- worst min-delay path by stage --
stage,from,endpoint,slack (ns),depth (start not counted)
6_report,rst,present_state[1],0.16,2
4_1_cts,rst,present_state[1],0.17,2
5_1_grt,rst,present_state[2],0.18,2
-- metal layers --
| metal | up-vias | global-route usage [%] |
|---|---|---|
| met5 | - | 0 |
| met4 | 0 | 0.352 |
| met3 | 0 | 2.95 |
| met2 | 8 | 1.20 |
| met1 | 55 | 1.14 |
| li1 | 56 | - |
-- timing repair --
item,4_1_cts,5_1_grt
gates cloned,0,0
setup buffers,1,0
setup endpoints to repair,1,2
pin swaps,1,2
resized,3,2
Power is estimated from default activity; no workload was simulated.
